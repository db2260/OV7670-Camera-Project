`config.mk`:
```
export PLATFORM = sky130hd
export DESIGN_NAME = camera_config
export DESIGN_NICKNAME = camera_config
export VERILOG_FILES = /design/flow/design.v
export SDC_FILE = /design/flow/constraint.sdc
export NUM_CORES = 4
export LEC_CHECK = 1
export CORE_UTILIZATION = 30
```
`constraint.sdc`:
```
current_design camera_config

set clk_period 10.3
set clk_io_pct 0.2

create_clock -name clk0 -period $clk_period [get_ports {clk}]

set non_clock_inputs [all_inputs -no_clocks]
set_input_delay [expr $clk_period * $clk_io_pct] -clock clk0 $non_clock_inputs
set_output_delay [expr $clk_period * $clk_io_pct] -clock clk0 [all_outputs]
```
`design.v`:
```
`timescale 1ns / 1ps
module camera_config
    #(
    parameter CLK_FREQ=25000000
    )
    (
    input wire clk,
    input wire start,
    output wire sioc,
    output wire siod,
    output wire done
    );
    wire [7:0] rom_addr;
    wire [15:0] rom_dout;
    wire [7:0] SCCB_addr;
    wire [7:0] SCCB_data;
    wire SCCB_start;
    wire SCCB_ready;
    wire SCCB_SIOC_oe;
    wire SCCB_SIOD_oe;
    assign sioc = SCCB_SIOC_oe ? 1'b0 : 1'bZ;
    assign siod = SCCB_SIOD_oe ? 1'b0 : 1'bZ;
    OV7670_config_rom rom1(
        .clk(clk),
        .addr(rom_addr),
        .dout(rom_dout)
        );
    OV7670_config #(.CLK_FREQ(CLK_FREQ)) config_1(
        .clk(clk),
        .SCCB_interface_ready(SCCB_ready),
        .rom_data(rom_dout),
        .start(start),
        .rom_addr(rom_addr),
        .done(done),
        .SCCB_interface_addr(SCCB_addr),
        .SCCB_interface_data(SCCB_data),
        .SCCB_interface_start(SCCB_start)
        );
    SCCB_interface #( .CLK_FREQ(CLK_FREQ)) SCCB1(
        .clk(clk),
        .start(SCCB_start),
        .address(SCCB_addr),
        .data(SCCB_data),
        .ready(SCCB_ready),
        .SIOC_oe(SCCB_SIOC_oe),
        .SIOD_oe(SCCB_SIOD_oe)
        );
endmodule
`timescale 1ns / 1ps
module OV7670_config
#(
    parameter CLK_FREQ = 25000000
)
(
    input wire clk,
    input wire SCCB_interface_ready,
    input wire [15:0] rom_data,
    input wire start,
    output reg [7:0] rom_addr,
    output reg done,
    output reg [7:0] SCCB_interface_addr,
    output reg [7:0] SCCB_interface_data,
    output reg SCCB_interface_start
    );
    initial begin
        rom_addr = 0;
        done = 0;
        SCCB_interface_addr = 0;
        SCCB_interface_data = 0;
        SCCB_interface_start = 0;
    end
    localparam FSM_IDLE = 0;
    localparam FSM_SEND_CMD = 1;
    localparam FSM_DONE = 2;
    localparam FSM_TIMER = 3;
    reg [2:0] FSM_state = FSM_IDLE;
    reg [2:0] FSM_return_state;
    reg [31:0] timer = 0;
    always@(posedge clk) begin
        case(FSM_state)
            FSM_IDLE: begin
                FSM_state <= start ? FSM_SEND_CMD : FSM_IDLE;
                rom_addr <= 0;
                done <= start ? 0 : done;
            end
            FSM_SEND_CMD: begin
                case(rom_data)
                    16'hFFFF: begin  
                        FSM_state <= FSM_DONE;
                    end
                    16'hFFF0: begin  
                        timer <= (CLK_FREQ/100);  
                        FSM_state <= FSM_TIMER;
                        FSM_return_state <= FSM_SEND_CMD;
                        rom_addr <= rom_addr + 1;
                    end
                    default: begin  
                        if (SCCB_interface_ready) begin
                            FSM_state <= FSM_TIMER;
                            FSM_return_state <= FSM_SEND_CMD;
                            timer <= 0;  
                            rom_addr <= rom_addr + 1;
                            SCCB_interface_addr <= rom_data[15:8];
                            SCCB_interface_data <= rom_data[7:0];
                            SCCB_interface_start <= 1;
                        end
                    end
                endcase
            end
            FSM_DONE: begin  
                FSM_state <= FSM_IDLE;
                done <= 1;
            end
            FSM_TIMER: begin  
                FSM_state <= (timer == 0) ? FSM_return_state : FSM_TIMER;
                timer <= (timer==0) ? 0 : timer - 1;
                SCCB_interface_start <= 0;
            end
        endcase
    end
endmodule
`timescale 1ns / 1ps
module OV7670_config_rom(
    input wire clk,
    input wire [7:0] addr,
    output reg [15:0] dout
    );
    always @(posedge clk) begin
    case(addr)
    0:  dout <= 16'h12_80;  
    1:  dout <= 16'hFF_F0;  
    2:  dout <= 16'h12_04;  
    3:  dout <= 16'h11_80;  
    4:  dout <= 16'h0C_00;  
    5:  dout <= 16'h3E_00;  
    6:  dout <= 16'h04_00;  
    7:  dout <= 16'h40_d0;  
    8:  dout <= 16'h3a_04;  
    9:  dout <= 16'h14_18;  
    10: dout <= 16'h4F_B3;  
    11: dout <= 16'h50_B3;  
    12: dout <= 16'h51_00;  
    13: dout <= 16'h52_3d;  
    14: dout <= 16'h53_A7;  
    15: dout <= 16'h54_E4;  
    16: dout <= 16'h58_9E;  
    17: dout <= 16'h3D_C0;  
    18: dout <= 16'h17_14;  
    19: dout <= 16'h18_02;  
    20: dout <= 16'h32_80;  
    21: dout <= 16'h19_03;  
    22: dout <= 16'h1A_7B;  
    23: dout <= 16'h03_0A;  
    24: dout <= 16'h0F_41;  
    25: dout <= 16'h1E_00;  
    26: dout <= 16'h33_0B;  
    27: dout <= 16'h3C_78;  
    28: dout <= 16'h69_00;  
    29: dout <= 16'h74_00;  
    30: dout <= 16'hB0_84;  
    31: dout <= 16'hB1_0c;  
    32: dout <= 16'hB2_0e;  
    33: dout <= 16'hB3_80;  
    34: dout <= 16'h70_3a;
    35: dout <= 16'h71_35;
    36: dout <= 16'h72_11;
    37: dout <= 16'h73_f0;
    38: dout <= 16'ha2_02;
    39: dout <= 16'h7a_20;
    40: dout <= 16'h7b_10;
    41: dout <= 16'h7c_1e;
    42: dout <= 16'h7d_35;
    43: dout <= 16'h7e_5a;
    44: dout <= 16'h7f_69;
    45: dout <= 16'h80_76;
    46: dout <= 16'h81_80;
    47: dout <= 16'h82_88;
    48: dout <= 16'h83_8f;
    49: dout <= 16'h84_96;
    50: dout <= 16'h85_a3;
    51: dout <= 16'h86_af;
    52: dout <= 16'h87_c4;
    53: dout <= 16'h88_d7;
    54: dout <= 16'h89_e8;
    54: dout <= 16'h13_e0;  
    55: dout <= 16'h00_00;  
    56: dout <= 16'h10_00;  
    57: dout <= 16'h0d_40;  
    58: dout <= 16'h14_18;  
    59: dout <= 16'ha5_05;  
    60: dout <= 16'hab_07;  
    61: dout <= 16'h24_95;  
    62: dout <= 16'h25_33;  
    63: dout <= 16'h26_e3;  
    64: dout <= 16'h9f_78;  
    65: dout <= 16'ha0_68;  
    66: dout <= 16'ha1_03;  
    67: dout <= 16'ha6_d8;  
    68: dout <= 16'ha7_d8;  
    69: dout <= 16'ha8_f0;  
    70: dout <= 16'ha9_90;  
    71: dout <= 16'haa_94;  
    72: dout <= 16'h13_e5;  
    default: dout <= 16'hFF_FF;          
    endcase
    end
endmodule
`timescale 1ns / 1ps
module SCCB_interface
#(
    parameter CLK_FREQ = 25000000,
    parameter SCCB_FREQ = 100000
)
(
    input wire clk,
    input wire start,
    input wire [7:0] address,
    input wire [7:0] data,
    output reg ready,
    output reg SIOC_oe,
    output reg SIOD_oe
    );
    localparam CAMERA_ADDR = 8'h42;
    localparam FSM_IDLE = 0;
    localparam FSM_START_SIGNAL = 1;
    localparam FSM_LOAD_BYTE = 2;
    localparam FSM_TX_BYTE_1 = 3;
    localparam FSM_TX_BYTE_2 = 4;
    localparam FSM_TX_BYTE_3 = 5;
    localparam FSM_TX_BYTE_4 = 6;
    localparam FSM_END_SIGNAL_1 = 7;
    localparam FSM_END_SIGNAL_2 = 8;
    localparam FSM_END_SIGNAL_3 = 9;
    localparam FSM_END_SIGNAL_4 = 10;
    localparam FSM_DONE = 11;
    localparam FSM_TIMER = 12;
    initial begin
        SIOC_oe = 0;
        SIOD_oe = 0;
        ready = 1;
    end
    reg [3:0] FSM_state = 0;
    reg [3:0] FSM_return_state = 0;
    reg [31:0] timer = 0;
    reg [7:0] latched_address;
    reg [7:0] latched_data;
    reg [1:0] byte_counter = 0;
    reg [7:0] tx_byte = 0;
    reg [3:0] byte_index = 0;
    always@(posedge clk) begin
        case(FSM_state)
            FSM_IDLE: begin
                byte_index <= 0;
                byte_counter <= 0;
                if (start) begin
                    FSM_state <= FSM_START_SIGNAL;
                    latched_address <= address;
                    latched_data <= data;
                    ready <= 0;
                end
                else begin
                    ready <= 1;
                end
            end
            FSM_START_SIGNAL: begin  
                FSM_state <= FSM_TIMER;
                FSM_return_state <= FSM_LOAD_BYTE;
                timer <= (CLK_FREQ/(4*SCCB_FREQ));
                SIOC_oe <= 0;
                SIOD_oe <= 1;
            end
            FSM_LOAD_BYTE: begin  
                FSM_state <= (byte_counter == 3) ? FSM_END_SIGNAL_1 : FSM_TX_BYTE_1;
                byte_counter <= byte_counter + 1;
                byte_index <= 0;  
                case(byte_counter)
                    0: tx_byte <= CAMERA_ADDR;
                    1: tx_byte <= latched_address;
                    2: tx_byte <= latched_data;
                    default: tx_byte <= latched_data;
                endcase
            end
            FSM_TX_BYTE_1: begin  
                FSM_state <= FSM_TIMER;
                FSM_return_state <= FSM_TX_BYTE_2;
                timer <= (CLK_FREQ/(4*SCCB_FREQ));
                SIOC_oe <= 1;
            end
            FSM_TX_BYTE_2: begin  
                FSM_state <= FSM_TIMER;
                FSM_return_state <= FSM_TX_BYTE_3;
                timer <= (CLK_FREQ/(4*SCCB_FREQ));  
                SIOD_oe <= (byte_index == 8) ? 0 : ~tx_byte[7];  
            end
            FSM_TX_BYTE_3: begin  
                FSM_state <= FSM_TIMER;
                FSM_return_state <= FSM_TX_BYTE_4;
                timer <= (CLK_FREQ/(2*SCCB_FREQ));
                SIOC_oe <= 0;  
            end
            FSM_TX_BYTE_4: begin  
                FSM_state <= (byte_index == 8) ? FSM_LOAD_BYTE : FSM_TX_BYTE_1;
                tx_byte <= tx_byte<<1;  
                byte_index <= byte_index + 1;
            end
            FSM_END_SIGNAL_1: begin  
                FSM_state <= FSM_TIMER;
                FSM_return_state <= FSM_END_SIGNAL_2;
                timer <= (CLK_FREQ/(4*SCCB_FREQ));
                SIOC_oe <= 1;
            end
            FSM_END_SIGNAL_2: begin  
                FSM_state <= FSM_TIMER;
                FSM_return_state <= FSM_END_SIGNAL_3;
                timer <= (CLK_FREQ/(4*SCCB_FREQ));
                SIOD_oe <= 1;
            end
            FSM_END_SIGNAL_3: begin  
                FSM_state <= FSM_TIMER;
                FSM_return_state <= FSM_END_SIGNAL_4;
                timer <= (CLK_FREQ/(4*SCCB_FREQ));
                SIOC_oe <= 0;
            end
            FSM_END_SIGNAL_4: begin  
                FSM_state <= FSM_TIMER;
                FSM_return_state <= FSM_DONE;
                timer <= (CLK_FREQ/(4*SCCB_FREQ));
                SIOD_oe <= 0;
            end
            FSM_DONE: begin  
                FSM_state <= FSM_TIMER;
                FSM_return_state <= FSM_IDLE;
                timer <= (2*CLK_FREQ/(SCCB_FREQ));
                byte_counter <= 0;
            end
            FSM_TIMER: begin  
                FSM_state <= (timer == 0) ? FSM_return_state : FSM_TIMER;
                timer <= (timer==0) ? 0 : timer - 1;
            end
        endcase
    end
endmodule
```
`run.sh`:
```
#!/bin/bash
# OpenROAD 26Q1-2900-gdf79404cd8, Yosys 0.63+post, stock flow scripts
make -C /OpenROAD-flow-scripts/flow DESIGN_CONFIG=/design/flow/config.mk WORK_HOME=/design/flow/orfs finish
```
==> impl_metrics.json <==
{
  "diodes": 0,
  "clkLatencyLatePin_ns": 0.34,
  "io-pin-count": 5,
  "ff_type": "edfxtp_1",
  "ir_drop_mv": 0.123,
  "top_cells_by_count": "nor2_1, edfxtp_1, nand2_1",
  "seq_area_um2": 3050,
  "initCoreUtil_pct": 30.5,
  "drt-initial-drc-count": 612,
  "ff2ff_path_depth": 7,
  "crit_start": "SCCB1.timer[15]",
  "largest_area_cell": "edfxtp_1",
  "synth-seq-cells": 107,
  "slew_violations": 0,
  "clk_path_buf_depth": 2,
  "drc": 0,
  "max-cap-violations": 0,
  "coreArea_um2": 23500,
  "tool_warnings": 41,
  "syn_to_final_growth_pct": 7.95,
  "yosysCellCount": 795,
  "ys_area_um2": 7160,
  "fp.dieH_um": 157,
  "period_minus_slack_ns": 3.20,
  "synth-async-reset-ratio_pct": 0,
  "wire_per_inst_um": 14.6,
  "die_w_um": 157,
  "yosysWarningCount": 5,
  "max_freq_ghz": 0.313,
  "powerDensity_nw_per_um2": 247,
  "grt_max_degree": 78,
  "reg2reg_to": "SCCB1.timer[3]",
  "ant_nets": 0,
  "worst-path-max-fanout": 14,
  "ys_seq_share_pct": 42.6,
  "worstHoldPathType": "reg -> reg",
  "cts_tree": "yes",
  "netlist_area_um2": 7160,
  "final.setup.tns_ns": 0,
  "edf_count": 91,
  "p_leak_nw": 2.49,
  "cp-endpoint": "SCCB1.timer[3]",
  "top_area_share_pct": 38.1,
  "cts_hold_buf": 0,
  "grt_antenna_before_repair": 0,
  "finalClockPeriodUsage_pct": 31.0,
  "fin_worst_skew_ns": 0.0124,
  "cts_sinks": 107,
  "first_global_vias": 5284,
  "rows": 56,
  "area_leaders": "edfxtp_1, nor2_1, xnor2_1",
  "grt_usage_pct": 13.6,
  "cts_root_buf": "clkbuf_16",
  "reg2reg_slack_ns": 7.10,
  "layout-drive-gt1-share_pct": 5.71,
  "wirelength_um": 15800,
  "post-cts-setup-buffer-count": 0,
  "r2r_start": "SCCB1.timer[15]",
  "worst_slew_pin_slew_ns": 0.781,
  "clk_pin_slew_worst_paths_ns": 0.07,
  "setup_viol": 0,
  "status": "finished, final reports clean",
  "relSlewSlack_pct": 47.5,
  "hold_viol_final": 0,
  "portBuffers": 2,
  "critPathRequiredTime_ns": 10.37,
  "synth_dominant_cell_count": "nor2_1",
  "synthCells": 795,
  "dp_hpwl_um": 10400,
  "placed_area_um2": 7430,
  "die_area_um2": 24500,
  "place.gp.congestion": 0.962,
  "overflow": 0,
  "avgSynthCellArea_um2": 9.01,
  "numCtsBuffers": 9,
  "design_area_um2": 7730,
  "htreeDepth": 3,
  "critPathCaptureType": "register",
  "routed_via_density": 5.22,
  "critPathLaunchType": "register",
  "crit_type": "reg -> reg",
  "cp.arrival_ns": 3.26,
  "grt_pass1_wl_um": 26700,
  "logic_area_um2": 3790,
  "fillers": 2367,
  "cts.repair.resized": 0,
  "synth.distinct_cells": 62,
  "rsz0062_at_grt": "false",
  "drt-pass1-iter-count": 7,
  "vias": 5686
}
## sequential cells by signal, summed over array words and instances, names as in the netlist
register,count
SCCB1.ready,1
config_1.FSM_state,2
SCCB1.FSM_state,4
rom1.dout,16
config_1.done,1
SCCB1.byte_index,4
SCCB1.FSM_return_state,4
config_1.timer,32
SCCB1.byte_counter,2
config_1.rom_addr,8
config_1.SCCB_interface_start,1
SCCB1.timer,32
## cell families after synthesis
group,count (synthesis),synth area share [%]
xor gates and xnor gates,59,7.21
buffers and inverters,77,4.52
DFF,107,42.6
muxes,11,1.75
AOI/OAI and AO/OA,173,15.9
adders and majority gates,24,4.19
other,1,0.0523
and+or+nand+nor,343,23.8
## metrics by stage
stage | hold slack (ns) | total power, mW | instances | setup WS, ns | utilization [%]
2_1_floorplan | 0.507 | 1.36 | 796 | 7.38 | -
3_3_place_gp | 0.545 | 1.56 | 1073 | 7.12 | 31.7
3_5_place_dp | 0.540 | 1.56 | 1073 | 7.10 | 31.7
4_1_cts | 0.552 | 1.91 | 1089 | 7.09 | 32.9
5_1_grt | 0.566 | 2.05 | 1089 | 6.89 | 32.9
6_report | 0.540 | 1.91 | 1089 | 7.10 | 32.9
## cell usage in the layout (no fill, tap or decap), types with 4 or more instances in the layout
master | synthesis | final
a21o_1 | 4 | 4
dfxtp_1 | 16 | 16
ha_1 | 24 | 24
xnor2_1 | 39 | 39
nor2_1 | 108 | 108
o21ai_0 | 46 | 46
and2_1 | 5 | 5
nand2b_1 | 19 | 19
a22oi_1 | 6 | 6
a221oi_1 | 4 | 4
inv_1 | 20 | 20
or4_1 | 9 | 9
o21a_1 | 5 | 5
nor3b_1 | 5 | 5
a31oi_1 | 5 | 5
xor2_1 | 20 | 20
buf_4 | 2 | 12
o2111ai_1 | 4 | 4
edfxtp_1 | 91 | 91
nor4_1 | 16 | 16
nor3_1 | 38 | 38
a211oi_1 | 7 | 7
nand4_1 | 10 | 10
nor2b_1 | 18 | 17
nand3b_1 | 4 | 4
o311ai_0 | 4 | 4
o211ai_1 | 12 | 12
clkbuf_16 | 0 | 9
or2_2 | 6 | 6
or3_1 | 13 | 13
nand2_1 | 57 | 57
nand3_1 | 22 | 22
o31ai_1 | 12 | 12
mux2i_1 | 8 | 8
a21oi_1 | 41 | 41
## layout make-up
cell class	count	share of cell area, %
inverter	21	1.02
sequential	107	39.5
tap	319	5.16
clock inverter	7	0.955
clock buffer	9	2.91
timing repair buffer	14	1.42
multi-input combinational	612	49.1
## where the power goes
group / switching, mW / leakage [nW] / internal, mW / total (mW)
combinational: 0.557 / 1.38 / 0.305 / 0.862
clock: 0.154 / 0.148 / 0.190 / 0.344
sequential: 0.0819 / 0.965 / 0.620 / 0.701
## worst max-delay path: stages (launching register included)
cell and delay, ns:
edfxtp_1 0.45, or4_1 0.63, or4_1 0.57, nor4_1 0.27
buf_4 0.22, nand2b_1 0.38, buf_4 0.28, o211ai_1 0.11
## metal layers
layer / vias to the layer above / wire length [um] / part of all wire [%] / global-route usage [%]
met2: 162 / 6880 / 43 / 20.1
met5: - / 0 / 0 / 0
li1: 2838 / - / - / -
met3: 30 / 878 / 5.5 / 2.20
met1: 2656 / 7690 / 49 / 21.4
met4: 0 / 394 / 2.5 / 3.17
## how the worst min path moves through the flow
stage | startpoint | endpoint | slack (ns) | cells past startpoint
CTS | config_1.SCCB_interface_start | SCCB1.ready | 0.55 | 1
global route | config_1.SCCB_interface_start | SCCB1.ready | 0.57 | 1
finish | config_1.SCCB_interface_start | SCCB1.ready | 0.54 | 1
Power and IR drop assume default switching activity.
