`./design.v`:
```
`timescale 1ns / 1ps
module camera_read(
	input wire p_clock,
	input wire vsync,
	input wire href,
	input wire [7:0] p_data,
	output reg [15:0] pixel_data =0,
	output reg pixel_valid = 0,
	output reg frame_done = 0
    );
	reg [1:0] FSM_state = 0;
    reg pixel_half = 0;
	localparam WAIT_FRAME_START = 0;
	localparam ROW_CAPTURE = 1;
	always@(posedge p_clock)
	begin
	case(FSM_state)
	WAIT_FRAME_START: begin  
	   FSM_state <= (!vsync) ? ROW_CAPTURE : WAIT_FRAME_START;
	   frame_done <= 0;
	   pixel_half <= 0;
	end
	ROW_CAPTURE: begin
	   FSM_state <= vsync ? WAIT_FRAME_START : ROW_CAPTURE;
	   frame_done <= vsync ? 1 : 0;
	   pixel_valid <= (href && pixel_half) ? 1 : 0;
	   if (href) begin
	       pixel_half <= ~ pixel_half;
	       if (pixel_half) pixel_data[7:0] <= p_data;
	       else pixel_data[15:8] <= p_data;
	   end
	end
	endcase
	end
endmodule
```
`./run.sh`:
```
#!/bin/bash
# OpenROAD 26Q1-2900-gdf79404cd8, Yosys 0.63+post, stock flow scripts
make -C /OpenROAD-flow-scripts/flow DESIGN_CONFIG=/design/flow/config.mk WORK_HOME=/design/flow/orfs finish
```
`./config.mk`:
```
export PLATFORM = sky130hd
export DESIGN_NAME = camera_read
export DESIGN_NICKNAME = camera_read
export VERILOG_FILES = /design/flow/design.v
export SDC_FILE = /design/flow/constraint.sdc
export NUM_CORES = 4
export LEC_CHECK = 1
export CORE_AREA = 10 10 90 90
export DIE_AREA = 0 0 100 100
```
`./constraint.sdc`:
```
current_design camera_read

set clk_period 1.4
set clk_io_pct 0.2

create_clock -name clk0 -period $clk_period [get_ports {p_clock}]

set non_clock_inputs [all_inputs -no_clocks]
set_input_delay [expr $clk_period * $clk_io_pct] -clock clk0 $non_clock_inputs
set_output_delay [expr $clk_period * $clk_io_pct] -clock clk0 [all_outputs]
```
==> flow_summary.yaml <==
# physical design summary
synth:
  netlist-cell-type-count: 8
  edf_count: 18
  synth_area_um2: 624
  synthTopCellsByCount: "edfxtp_1 (18), and2_1 (2), dfxtp_1 (2)"
  yosysWarningCount: 1
  yosysCellCount: 27
  syn_inst: 27
  top_area_cell: "edfxtp_1"
  ys.flops: 20
  top_area_share_pct: 86.6
  async_flop_share_pct: 0
  yosysSeqAreaShare_pct: 93.0
  ys_top_cells_by_area: "edfxtp_1 (87%), dfxtp_1 (6.4%), and2_1 (2.0%)"
  ys.flop_type: "edfxtp_1"
  synth.most_common_cell: "edfxtp_1"
  synth_area_per_cell_um2: 23.1
  synth-area-yosys_um2: 624
power:
  p_leak_nw: 0.411
  p_sw_w: 0.000205
  pwr-share-clk_pct: 41.4
  pwr-share-comb_pct: 7.0
  ir_drop_uv: 925
  p_int_w: 0.00113
  p_per_area_nw_per_um2: 1190
  power_w: 0.00133
  p_sw_share_pct: 15.4
  share_seq_of_total_power_pct: 51.6
drt:
  routed_wl_um: 1640
  route.detailed.drc: 0
  detail-route-antenna-nets: 0
  routed_via_density: 2.54
  drtIter0Drc: 14
  n_antenna_cell: 0
  vias: 351
  first_pass_iters: 4
  wl_per_cell_um: 11.9
worst_setup_path:
  crit_family: "buffers and inverters"
  worstSetupPathType: "register to primary output"
  r2r_start: "pixel_half"
  slowest_delay_ps: 480
  critPathArrivalTime_ps: 1070
  crit_slowest_cell: "clkdlybuf4s50_1"
  r2r_slack_ps: 290
  path_buffers: 1
  reg2reg_depth: 2
  cp.required_ps: 1120
  cp_max_fo: 1
  reg2reg_to: "pixel_data[9]"
  startpoint_type: "register"
  critPathCaptureType: "primary output"
  crit_chain: "clkdlybuf4s50_1"
final_timing:
  final_max_slew_viol_count: 0
  setup_violations: 0
  tightest_slew_ps: 160
  period_needed_ps: 1350
  finalCritPeriodShare_pct: 96.5
  max_freq_mhz: 740
  fin_skew_ps: 3.30
  hold_viol: 0
  rsz0062_at_grt: "no"
  maxSlewHeadroom_pct: 89.3
grt:
  track_usage_pct: 3.23
  grt_pass1_vias: 414
  grt_max_degree: 13
  grt_pass1_wl_um: 2360
  antenna_found_initial: 0
  gr-total-overflow: 0
cts:
  cts_tree: "built"
  cts.sinks: 20
  ctsHoldBuffers: 0
  clockBufferDepth: 2
  h-tree-depth: 1
  clk_pin_slew_ps: 70
  clock_latency_ps: 250
  postCtsSetupBuffers: 0
  cts_inserted_buffers: 3
  clock-root-buffer: "clkbuf_8"
placed_design:
  io_buffers: 28
  routabilityCongestion: 0.714
  place_area_um2: 1040
floorplan:
  core.rowCount: 29
  core_area_um2: 6280
  floorplan.die.width_um: 100
  die_h_um: 100
  die_area_um2: 10000
  ios: 29
  fp_util_pct: 9.95
finish:
  drive_gt1_share_pct: 9.84
  fillers: 662
  postLayoutCellArea_um2: 1120
  seq_area_um2: 581
  syn2layout_area_growth_pct: 79.8
  logic_area_um2: 40.0
min_path:
  hp-class: "register to register"
  min_from: "FSM_state[0]"
  hold_path_depth: 0
  min_to: "pixel_valid"
outcome:
  status: "finished clean"
run:
  tool_warnings: 25
  cap_violations: 0
[registers in the layout, summed over array words and instances (netlist names)]
signal and cells:
pixel_half 1, FSM_state 1, pixel_valid 1, pixel_data 16, frame_done 1
[final cells by class]
type	instances	area share, %
clock inverters	1	2.68
flip-flops and latches	20	51.7
well taps	77	8.58
inverters	1	0.334
repair buffers	30	29.4
multi-input cells	6	3.57
clock buffers	3	3.68
[layout by cell type (no fill, tap or decap), types with 2 or more instances in the layout]
cell type,Yosys,layout
and2_1,2,2
clkdlybuf4s50_1,0,24
clkbuf_8,0,3
dlymetal6s2s_1,0,4
dfxtp_1,2,2
edfxtp_1,18,18
buf_12,0,2
[how the worst max path moves through the flow]
| stage | from | end | slack (ps) | cells past startpoint |
|---|---|---|---|---|
| global route | pixel_data[10] | pixel_data[10] | 1 | 1 |
| finish | pixel_data[10] | pixel_data[10] | 50 | 1 |
| CTS | pixel_data[15] | pixel_data[15] | 20 | 1 |
[stage by stage]
stage	util (%)	hold slack, ps	worst slack (ps)	TNS [ps]	std cells
3_3_place_gp	16.6	504	-15.7	-125	134
5_1_grt	17.9	551	1.10	0	138
2_1_floorplan	-	337	311	0	27
4_1_cts	17.7	527	19.1	0	138
3_5_place_dp	16.6	514	-33.0	-506	134
6_report	17.9	527	48.8	0	138
[metal layers]
| metal | share of wire [%] | routed length, um | track usage, % |
|---|---|---|---|
| met1 | 37 | 611 | 3.25 |
| met2 | 53 | 876 | 5.87 |
| met3 | 9.4 | 155 | 1.87 |
| met4 | 0 | 0 | 0.217 |
| met5 | 0 | 0 | 0 |
[kinds of logic (layout without fill, tap and decap cells)]
logic type | count (synthesis) | count (layout) | synth area share, %
buffers and inverters | 1 | 35 | 0.601
flip-flops | 20 | 20 | 93.0
AND/OR/NAND/NOR | 6 | 6 | 6.41
[power groups by stage]
stage,clock network [W],registers [W],logic [W]
after global routing,0.000595,0.000690,0.0000999
final,0.000551,0.000687,0.0000930
after CTS,0.000567,0.000688,0.0000969
[timing repair]
| action | CTS | global route |
|---|---|---|
| endpoints found under the setup margin | 0 | 4 |
| hold endpoints to repair | 0 | 0 |
| resized | 0 | 4 |
Power figures rest on the tool's default switching activity, not on a simulated workload.
